<file path="flow/design.v">
`timescale 1ns / 1ps
module booth_multiplier #(
    parameter int N = 64
)(
    input  logic                    clk,
    input  logic                    rst,
    input  logic                    start,
    input  logic signed [N-1:0]     multiplicand,
    input  logic signed [N-1:0]     multiplier,
    output logic signed [(2*N)-1:0] product,
    output logic                    done
);
    logic signed [N:0]   A;         
    logic signed [N-1:0] Q;         
    logic                Q_1;       
    logic signed [N:0]   M;         
    logic [$clog2(N):0]  count;
    logic signed [N:0]   A_temp;
    always_ff @(posedge clk or posedge rst) begin
        if (rst) begin
            A       <= '0;
            Q       <= '0;
            Q_1     <= 1'b0;
            M       <= '0;
            count   <= '0;
            done    <= 1'b0;
            product <= '0;
        end
        else begin
            if (start) begin
                A      <= '0;
                Q      <= multiplier;
                Q_1    <= 1'b0;
                M      <= {multiplicand[N-1], multiplicand};   
                count  <= N;
                done   <= 1'b0;
            end
            else if (count != 0) begin
                case ({Q[0], Q_1})
                    2'b01: A_temp = A + M;
                    2'b10: A_temp = A - M;
                    default: A_temp = A;
                endcase
                {A, Q, Q_1} <= {A_temp[N], A_temp, Q};
                count <= count - 1;
            end
            else if (!done) begin
                product <= {A[N-1:0], Q};
                done    <= 1'b1;
            end
        end
    end
endmodule
module booth_multiplier_wrapper (
    input  wire        clk,
    input  wire        rst,
    input  wire        start,
    input  wire [63:0] multiplicand,
    input  wire [63:0] multiplier,
    output wire [63:0] product,
    output wire        done
);
booth_multiplier #(.N(64)) u0 (
    .clk(clk),
    .rst(rst),
    .start(start),
    .multiplicand(multiplicand),
    .multiplier(multiplier),
    .product(product),
    .done(done)
);
endmodule
</file>
<file path="flow/run.sh">
#!/bin/bash
# OpenROAD 26Q1-2900-gdf79404cd8, Yosys 0.63+post, stock flow scripts
make -C /OpenROAD-flow-scripts/flow DESIGN_CONFIG=/design/flow/config.mk WORK_HOME=/design/flow/orfs finish
</file>
<file path="flow/config.mk">
export PLATFORM = sky130hd
export DESIGN_NAME = booth_multiplier_wrapper
export DESIGN_NICKNAME = booth_multiplier_wrapper
export VERILOG_FILES = /design/flow/design.v
export SDC_FILE = /design/flow/constraint.sdc
export NUM_CORES = 4
export LEC_CHECK = 1
export CORE_UTILIZATION = 50
</file>
<file path="flow/constraint.sdc">
current_design booth_multiplier_wrapper

set clk_period 15.6
set clk_io_pct 0.2

create_clock -name clk0 -period $clk_period [get_ports {clk}]

set non_clock_inputs [all_inputs -no_clocks]
set_input_delay [expr $clk_period * $clk_io_pct] -clock clk0 $non_clock_inputs
set_output_delay [expr $clk_period * $clk_io_pct] -clock clk0 [all_outputs]
</file>
==> results_slide.txt <==
Implementation Results

Floorplanning
  – Std-Cell Core Area: 31720 um2
  – Boundary pin count: ~200
  – Floorplan utilization: around half
  – Core Rows: approximately 65
  – Die Y: about 180 um
  – Chip area: ~33000 um2
  – Die X: ~180 um

Route
  – Met3 WL: roughly 2500 um
  – Max layer used: met4
  – Iter 0 DRT Violations: 595
  – Antenna viol nets, final: 0
  – Total Wirelength: between 30000 and 40000 um
  – Met1 wire length: roughly 19000 um
  – Drt wl/cell: roughly 17 um
  – DR WL met2: roughly 18000 um
  – Vias per inst: 5.653
  – Vias: roughly 13000
  – Router iterations before antenna repair: 7
  – DR DRC count: 0

STA
  – Setup TNS Final: 0 ns
  – Final Hold Fails: 0
  – Crit path setup slack, layout: approximately 9.6 ns
  – Final Setup Violations: 0
  – Period utilisation layout: between 30% and 40%
  – Final min period: 6.018 ns
  – Peak Freq: about 0.17 GHz
  – Slew HR: between 20% and 30%
  – Slew @ Worst Pin: approximately 1.1 ns
  – RSZ-0062 raised after global routing: no
  – Layout Skew: around 0.028 ns
  – Slew Limit Fails: 0

Setup path
  – CP Max Fanout: 9
  – Crit-path max cell delay: ~0.58 ns
  – Worst-path cell chain: or4_1 > nor4_2 > and3_1 > nand2_1 > nor2_1 > nand2_1 > nor2_1 > and2_1 > a21oi_1 > xnor2_1 > ha_1 > a21oi_1 > o21bai_1 > a21oi_1 > o21ai_0 > a21o_1 > a221oi_1 > o41ai_1 > a221oi_1 > mux2i_1 > mux2_1
  – Arrival time at the worst endpoint: ~6.5 ns
  – Worst r2r src: u0.M[0]$_DFFE_PP0P_
  – Cell mode on critical path: a21oi_1
  – Crit start category: flop
  – Required @ worst endpoint: 16.05 ns
  – Crit Path Class: reg2reg
  – Worst Setup End Kind: flop
  – Critical path's slowest cell: or4_1
  – Crit path from: u0.M[0]$_DFFE_PP0P_

Clocking
  – Root Driver: clkbuf_16
  – Resized Gates After CTS: 0
  – TritonCTS sink count: 265
  – # H-tree levels: 1
  – Setup Buffers After CTS: 0
  – CTS tree: done
  – Post-cts hold buffer count: 0
  – Worst-Skew Late Latency: 0.59 ns
  – Clk slew on worst S/H paths: approximately 0.060 ns
  – Number of buffers created by CTS: 31
  – Max Buffers Root-to-Sink: 3

Pwr
  – Flop pwr share: between 30% and 40%
  – PD cells: 170.7 nW/um2
  – Combinational share of power: 46.7%
  – Switching pwr: 1.255 mW
  – Leakage power: between 8 and 9 nW
  – Cell Int Power: ~2.1 mW
  – Switch share: 37.58%
  – Worst vdd ir: around 0.11 mV
  – Clk pwr share: approximately a quarter

Logic synthesis
  – Basic Gates by Area: a little over an eighth
  – Top cell area share: between 40% and 50%
  – Syn Area/Cell: between 9 and 10 um2
  – Sequential area share after synthesis: between 40% and 50%
  – Yosys warns: 2
  – Most frequent cells after synthesis: 265 x dfrtp_1, 190 x nand2_1, 165 x o21ai_0
  – Cell accounting for the most synthesized area: dfrtp_1
  – Count of library flops with an enable pin: 0
  – Yosys cell count: 1733
  – Synth top cell by count: dfrtp_1
  – Syn Inst Count: between 1500 and 2000
  – Synth logic family: AND-OR/OR-AND gates
  – MUX share of area: about an eighth
  – Cell variety after synth: 67
  – Xor/xnor share: roughly 6.5%
  – Post-synthesis compound-gate area fraction: a little under a fifth
  – Ys flops: approximately 270
  – Netlist Area Pre-Place: 16210 um2
  – Adder-Cell Fraction of Synth Area: about 5.3%
  – Dominant flop cell: dfrtp_1
  – YS chip area: 16210 um2
  – FFs w/ async S/R, synth: around 100%
  – Biggest area cells: dfrtp_1 41%, mux2_2 8.1%, ha_1 5.2%, o21ai_0 5.1%, xnor2_1 5.0%

Global routing
  – Vias in the first global route: 12870
  – GRT Overall Usage: between 20% and 30%
  – Initial antenna violation count: 1
  – Pin count of the biggest net entering global routing: approximately 120
  – First-pass GRT wire length: ~66000 um
  – GRT Residual Overflow: 0

Placed design
  – Port Buffers: 195
  – GP Congestion: around 0.99
  – Inst Count DP: around 2200
  – DP Area: approximately 18000 um2
  – Dpl hpwl: between 20000 and 30000 um
  – Post-placement setup slack: between 9 and 10 ns

Final layout
  – Layout cells sized above 1: between 10% and 20%
  – Design Area, Final: 19570 um2
  – Post-Layout Cell Count: 2302
  – Layout area overhead: 20.67%

Hold path
  – HP Class: reg2reg
  – Worst hold start: u0.product[1]$_DFFE_PP0P_

Run
  – OpenROAD warning count: 29
  – # Max-Cap Violations: 0

Run status
  – Status: finished, final reports clean
[stage by stage]
| step | util [%] | power (mW) | hold WS, ns |
|---|---|---|---|
| floorplan | - | 2.095 | 0.4325 |
| global placement | 58.18 | 2.560 | 0.4709 |
| detailed placement | 58.18 | 2.559 | 0.4747 |
| CTS | 61.68 | 3.369 | 0.5010 |
| global route | 61.68 | 3.600 | 0.5148 |
| finish | 61.69 | 3.340 | 0.5017 |
[path summary, 6_finish.rpt]
check                                                   to  slack, ns  cells past startpoint
min in group asynchronous       u0.product[45]$_DFFE_PP0P_       2.97                      2
worst max register to register        u0.A[63]$_DFFE_PP0P_       9.58                     21
worst min-delay path             u0.product[1]$_DFFE_PP0P_       0.50                      1
worst max-delay path                  u0.A[63]$_DFFE_PP0P_       9.58                     21
worst min register to register   u0.product[1]$_DFFE_PP0P_       0.50                      1
max in group asynchronous        u0.product[6]$_DFFE_PP0P_      11.03                      4
[power groups by stage]
stage	Clock (mW)	Combinational, mW	Sequential (mW)
after CTS	0.802	1.56	1.00
after global routing	0.824	1.75	1.03
final	0.777	1.56	1.00
[critical path: cells and delay by family (launching register included)]
family / cells / cell delay [ns]
adder cells (fa/ha/maj): 1 / 0.37
XOR/XNOR: 1 / 0.15
multiplexers: 2 / 0.57
flip-flops: 1 / 0.40
AND-OR/OR-AND: 9 / 1.73
AND/OR/NAND/NOR: 8 / 2.69
[cell usage in the layout (no fill, tap or decap), types with 10 or more instances in the layout]
cell / netlist / routed
nor2_1: 123 / 122
a31oi_1: 22 / 22
a21oi_1: 129 / 129
nor3_1: 35 / 34
nand2_1: 190 / 190
nand4_1: 18 / 18
buf_4: 0 / 16
clkbuf_16: 0 / 31
o21a_1: 10 / 10
inv_1: 37 / 36
or4_1: 12 / 12
or3_1: 10 / 10
ha_1: 67 / 66
o21ai_0: 165 / 165
o211ai_1: 38 / 38
a211oi_1: 19 / 19
xor2_1: 27 / 27
o211a_1: 12 / 12
xnor2_1: 93 / 93
clkdlybuf4s50_1: 0 / 194
mux2i_1: 67 / 67
dfrtp_1: 265 / 265
mux2_2: 116 / 116
a21o_1: 40 / 40
[flip-flops by register name (all words and copies together) (netlist names)]
signal and cells:
u0.A 64, u0.M 64, u0.Q 64, u0.product 64, u0.count 7, u0.Q_1 1, u0.done 1
[cell type report]
type	count	area (um2)
fill	2681	12150
clock inverter	16	224.0
multi-input combinational	1327	9076
tap	402	503.0
antenna	1	2.502
timing repair buffer	212	2096
inverter	37	146.4
sequential	265	6631
clock buffer	42	887.1
[layer usage]
metal,up-vias,track usage [%]
li1,6536,-
met1,6153,38.99
met2,276,39.14
met3,49,5.636
met4,0,3.933
met5,-,0
[kinds of logic after synthesis]
kind of cell               Yosys count
DFF                                265
adders and majority gates           68
buffers and inverters              141
muxes                              186
AOI/OAI and AO/OA                  489
xor gates and xnor gates           120
and+or+nand+nor                    464
Power and IR drop assume default switching activity.
