File: design.v
`timescale 1ns / 1ps
module mult_64x64_seg (
    input clk,
    input rst,
    input start,
    input [63:0] in_a,
    input [63:0] in_b,
    output reg [127:0] result,
    output reg done
    );
    reg [63:0] a_reg, b_reg;  
    always @(posedge clk or posedge rst) begin
        if (rst) begin
            a_reg <= 0;
            b_reg <= 0;
        end
        else if (start) begin
            a_reg <= in_a;
            b_reg <= in_b;
        end
    end
    wire [15:0] partial_wire [7:0][7:0];
    reg  [15:0] partial_reg  [7:0][7:0];
    genvar i, j;
    generate
        for (i = 0; i < 8; i = i + 1) begin : row
            for (j = 0; j < 8; j = j + 1) begin : col
                mult_8x8 u_mult (
                    .in_a(a_reg[i*8 +: 8]),
                    .in_b(b_reg[j*8 +: 8]),
                    .out_8x8(partial_wire[i][j])
                );
                always @(posedge clk) begin
                    partial_reg[i][j] <= partial_wire[i][j];
                end
            end
        end
    endgenerate
    reg [127:0] row_sum [7:0];
    reg [127:0] row_sum_next [7:0];
    integer x, y;
    always @(*) begin
        for (x = 0; x < 8; x = x + 1) begin
            row_sum_next[x] = 0;
            for (y = 0; y < 8; y = y + 1) begin
                row_sum_next[x] = row_sum_next[x] +
                    (partial_reg[x][y] << ((x+y)*8));
            end
        end
    end
    always @(posedge clk) begin
        for (x = 0; x < 8; x = x + 1) begin
            row_sum[x] <= row_sum_next[x];
        end
    end
    reg [127:0] sum4 [3:0];
    always @(posedge clk) begin
        sum4[0] <= row_sum[0] + row_sum[1];
        sum4[1] <= row_sum[2] + row_sum[3];
        sum4[2] <= row_sum[4] + row_sum[5];
        sum4[3] <= row_sum[6] + row_sum[7];
    end
    reg [127:0] sum2 [1:0];
    always @(posedge clk) begin
        sum2[0] <= sum4[0] + sum4[1];
        sum2[1] <= sum4[2] + sum4[3];
    end
    reg [127:0] final_sum;
    always @(posedge clk) begin
        final_sum <= sum2[0] + sum2[1];
    end
    reg [5:0] valid_pipe;
    always @(posedge clk or posedge rst) begin
        if (rst)
            valid_pipe <= 0;
        else
            valid_pipe <= {valid_pipe[4:0], start};
    end
    always @(posedge clk or posedge rst) begin
        if (rst) begin
            done   <= 0;
            result <= 0;
        end else begin
            done <= valid_pipe[5];
            if (valid_pipe[5])
                result <= final_sum;
        end
    end
endmodule
module mult_8x8(
    input  [7:0]  in_a,
    input  [7:0]  in_b,
    output [15:0] out_8x8
    );
    assign out_8x8 = in_a * in_b;
endmodule
File: run.sh
#!/bin/bash
# OpenROAD 26Q1-2900-gdf79404cd8, Yosys 0.63+post, stock flow scripts
make -C /OpenROAD-flow-scripts/flow DESIGN_CONFIG=/design/flow/config.mk WORK_HOME=/design/flow/orfs finish
File: config.mk
export PLATFORM = sky130hd
export DESIGN_NAME = mult_64x64_seg
export DESIGN_NICKNAME = mult_64x64_seg
export VERILOG_FILES = /design/flow/design.v
export SDC_FILE = /design/flow/constraint.sdc
export NUM_CORES = 4
export LEC_CHECK = 1
export CORE_UTILIZATION = 50
File: constraint.sdc
current_design mult_64x64_seg

set clk_period 17.0
set clk_io_pct 0.2

create_clock -name clk0 -period $clk_period [get_ports {clk}]

set non_clock_inputs [all_inputs -no_clocks]
set_input_delay [expr $clk_period * $clk_io_pct] -clock clk0 $non_clock_inputs
set_output_delay [expr $clk_period * $clk_io_pct] -clock clk0 [all_outputs]
==> reports/metrics.csv <==
metric;value;unit
outcome;finished clean;
clock tree sinks;2519;
first-pass GRT wire length;1010;mm
Global Route Usage Sum;29.3;%
skew final;0.0928;ns
Placed Cells;31479;
initial antenna violation count;80;
adder share;36.5;%
max FFs per register;1024;
crit path max fanout;33;
placement-stage cell area;245000;um2
Synth cell types;97;
final core occ;54.4;%
cells resized by post-CTS repair;0;
synth-to-layout area growth;8.15;%
Post-Syn Area per Cell;9.15;um2
layout cell share with drive strength beyond 1;4.96;%
CTS Hold Buffers Added;0;
chip area;477000;um2
initial DRC count;7563;
RD Place Congestion;0.954;
Final Cell Area;256000;um2
Die Wd;690;um
pins over their slew limit;0;
Post-synth seq share;21.8;%
Complex Gates by Area;11.0;%
Mapped Cells;25909;
Num CTS Buffers;308;
Simple Share, Synth;15.2;%
FF+latch count, synth;2519;
I/O pins;260;
floorplan utilization;50.3;%
Mapped Area;237000;um2
max cap viols;0;
area reported by Yosys stat;237000;um2
via/cell ratio;5.22;
max_slew headroom;33.5;%
most numerous logic cell after layout;inv_1;
gr ovfl total;0;
clock tree buffer depth;4;
largest net degree at the start of global routing;66;
unrepaired setup endpoints after global routing;no;
number of global-route vias before repair;170356;
dpl ws;10.38;ns
Hold Violations, Final;0;
ANT nets after route;0;
register clock-pin slew on the reported worst setup and hold paths;0.06;ns
CP endpoint kind;register;
Row Count;252;
non-filler instance count after layout;32086;
worst slew pin tran;0.997;ns
DRC;0;
Worst Setup Slack, final;11.07;ns
core area;471000;um2
yosys warns;11;
# setup viols final;0;
Startpoint Class;register;
OpenROAD warnings;27;
MUX area fraction;1.23;%
Crit path arrival time;6.76;ns
xor+xnor area frac;6.29;%
Min Hold Slack;0.319;ns
H-tree depth;5;
clock latency (worst-skew pair);1.03;ns
HPWL after detailed placement;513;mm
Top logic family;adder cells;
Chip Height;690;um
worst hold path type;reg -> reg;
postcts setup bufs;0;
fin crit period;5.93;ns
Dominant flop cell;dfxtp_1;
Post-Route Setup TNS;0;ns
fin crit share;34.9;%
Post-synth EDFFs;0;
Routed WL per cell;20.4;um
first drt pass iteration count;6;
cells in synth_stat.txt;25909;
WL final;654;mm
Via Count;167632;
Top Layout Cells;inv_1 (3771), and2_1 (3279), ha_1 (3211);
FMAX;169;MHz
clk root buf;clkbuf_16;
PortBufs;259;
CTS tree;done;
Setup CP Type;reg -> reg;
CP required;17.83;ns
async set or reset register ratio after synthesis;10.4;%
## layer usage
| layer | global-route usage (%) | vias to the layer above | share of wire [%] |
|---|---|---|---|
| met2 | 38.2 | 4374 | 38 |
| met3 | 18.0 | 703 | 15 |
| met1 | 42.6 | 79868 | 44 |
| met5 | 0.450 | - | 0.062 |
| met4 | 6.49 | 20 | 2.8 |
| li1 | - | 82667 | - |
## cells in the mapped netlist, types with 52 or more instances
| library cell | number | share of area [%] |
|---|---|---|
| nor3_1 | 102 | 0.22 |
| fa_1 | 2319 | 20 |
| ha_1 | 3211 | 17 |
| and3_1 | 104 | 0.27 |
| and2_1 | 3279 | 8.7 |
| dfrtp_1 | 263 | 2.8 |
| xor2_1 | 555 | 2.1 |
| mux2_2 | 256 | 1.2 |
| nand4_1 | 192 | 0.51 |
| nor2b_1 | 132 | 0.35 |
| nand3_1 | 200 | 0.42 |
| a21oi_1 | 1540 | 3.3 |
| o21bai_1 | 362 | 1.1 |
| nand2b_1 | 159 | 0.42 |
| o21ai_0 | 791 | 1.7 |
| inv_1 | 3772 | 6.0 |
| o211ai_1 | 52 | 0.16 |
| xnor2_1 | 1147 | 4.2 |
| a21o_1 | 755 | 2.4 |
| nor2_1 | 672 | 1.1 |
| a31oi_1 | 115 | 0.30 |
| o21a_1 | 104 | 0.33 |
| nand2_1 | 1691 | 2.7 |
| clkbuf_1 | 1172 | 1.9 |
| dfxtp_1 | 2256 | 19 |
| a211oi_1 | 67 | 0.21 |
## final timing paths
check / depth (start not counted) / endpoint / slack, ns / startpoint
worst max register to register: 21 / partial_reg[41][15] / 11.07 / b_reg[50]
worst min register to register: 0 / final_sum[1] / 0.32 / sum2[0][1]
max in group asynchronous: 6 / a_reg[47] / 11.63 / rst
worst max-delay path: 21 / partial_reg[41][15] / 11.07 / b_reg[50]
worst min-delay path: 0 / final_sum[1] / 0.32 / sum2[0][1]
min in group asynchronous: 2 / result[26] / 2.88 / rst
## critical path, stage by stage, from the launching register on
cell	delay, ns
dfrtp_2	0.76
buf_4	0.39
buf_4	0.55
and2_1	0.24
fa_1	0.41
ha_1	0.29
inv_1	0.05
fa_1	0.50
fa_1	0.56
inv_1	0.05
ha_1	0.31
inv_1	0.07
o21ai_0	0.12
and2_1	0.20
o21ai_0	0.16
nand2b_1	0.11
a21oi_1	0.16
o21bai_1	0.10
a21o_1	0.19
a21oi_1	0.21
o21ai_0	0.15
xnor2_1	0.14
## final cells by class
class                      count  area, um2
tap                         6223       7790
antenna                       42        105
sequential                  2519      51900
fill                       41365     215000
clock inverter               160       2210
inverter                    3772      14200
clock buffer                 405       8800
multi-input combinational  18423     167000
timing repair buffer         542       4730
## cell families (layout without fill, tap and decap cells)
logic type	after synthesis	count (layout)
buf+inv	4967	4879
simple gates	6726	6726
flops	2519	2519
other cells	0	42
xor+xnor	1702	1702
fa+ha+maj	5530	5530
mux	259	259
compound gates	4206	4206
