**./config.mk**
```make
export PLATFORM = sky130hd
export DESIGN_NAME = mult64_wrapper
export DESIGN_NICKNAME = mult64_wrapper
export VERILOG_FILES = /design/flow/design.v
export SDC_FILE = /design/flow/constraint.sdc
export NUM_CORES = 4
export LEC_CHECK = 1
export CORE_UTILIZATION = 40
```
**./constraint.sdc**
```tcl
current_design mult64_wrapper

set clk_period 41.6
set clk_io_pct 0.2

create_clock -name clk0 -period $clk_period [get_ports {clk}]

set non_clock_inputs [all_inputs -no_clocks]
set_input_delay [expr $clk_period * $clk_io_pct] -clock clk0 $non_clock_inputs
set_output_delay [expr $clk_period * $clk_io_pct] -clock clk0 [all_outputs]
```
**./design.v**
```verilog
`timescale 1ns / 1ps
module mult64(
    output logic [127:0] c,
    input logic clk,
    input logic rst,
    input logic [63:0] a,
    input logic [63:0] b
);
always @(posedge clk) begin
    if(rst)
        c <= 128'd0;
    else 
        c <= {64'd0, a} * {64'd0, b};
end     
endmodule
`timescale 1ns / 1ps
module mult64_wrapper(
    output wire [127:0] c,
    input wire clk,
    input wire rst,
    input wire [63:0] a,
    input wire [63:0] b
);
    mult64 mult_unic64x64(
        .c(c),
        .clk(clk),
        .rst(rst),
        .a(a),
        .b(b)
    );
endmodule  
```
**./run.sh**
```bash
#!/bin/bash
# OpenROAD 26Q1-2900-gdf79404cd8, Yosys 0.63+post, stock flow scripts
make -C /OpenROAD-flow-scripts/flow DESIGN_CONFIG=/design/flow/config.mk WORK_HOME=/design/flow/orfs finish
```
==> results.txt <==
run results: post-CTS repair timing setup buffer count=0, quantity of hold-fixing buffers added after cts=0, proportion of netlist area held by the largest area contributor=0.582, leading area contributor after synthesis=fa_1, cell area after layout=around 0.14 mm², worst hold-check path type=input pin to register, number of stages on the worst hold path=2, HPWL after DPL=361000 µm, standard cell with the maximum stage delay on the critical path=fa_1, CTS Root Buffer Type=clkbuf_16, Max Root-Sink Buffers=3, simple-gate portion of the synthesized area=0.173, largest registers=mult_unic64x64.c (128), Stages on worst setup path=30, Post-Synth AOI/OAI Area=0.0259, initial antenna violation count=38, layout cell share with drive strength beyond 1=0.0331, WL per Instance=~24 µm, total negative setup slack=0 ns, Post-Synthesis Cell Area=0.132 mm², maximum clock frequency=about 52 MHz, core area=0.328 mm², area growth from synthesis to layout=4.91%, final worst path period need=19.31 ns, Setup crit start=b[13], DRC viols=0, global router's overall resource usage=0.300, worst setup margin=22.29 ns, Ys Warns=1, Data required, critical path=41.98 ns, Setup Viol. Count Final=0, number of distinct standard cells referenced by the synthesized netlist=81, Seq/Total Area, Yosys=0.0194, fraction of registers with async set or reset after synthesis=0, total via count after detailed routing=94176, die span in y=576 µm, Via density=5.11, pin count of the biggest net entering global routing=65, combined buffer and inverter count along the critical path=9, nature of the critical path startpoint=input pin, slowest cell delay on critical path=~0.67 ns, I/O pin count=between 200 and 300, IO Port Bufs=approximately 260, number of flip-flops under the largest register name=128, Worst path most repeated cell=fa_1, part of the cycle the worst path needs=0.464, Post-Syn Instances=around 14000, level count of the clock H-tree=4, WP data arrival=19.70 ns, initial DRC count=4302, total number of warnings across the stage logs=25, worst slack at placement=21.90 ns, TritonCTS clock tree=built, total wire length after detailed routing=445000 µm, flip-flops with a built-in enable=0, total die area=0.332 mm², Synth Register Bits=128, transition time at the pin with the least slew margin=1.18 ns, FA/HA/MAJ Cells, Area Fraction=0.644, Yosys Instances=14479, tightest slew margin relative to the limit=0.214, count of endpoints failing hold in the final timing report=0, register with the most flip-flops=mult_unic64x64.c, Num CTS Buffers=25, via count of the first global-routing pass=105251, antenna-violating nets left=0, number of pins exceeding their max-slew limit in the final report=0, clock sink count=128, Placer Congestion=slightly above 1, share of cell area taken by muxes after synthesis=0.000853, element type at the critical path end=register, top cell family by delay on the critical path=adder cells, cell area after placement=0.138 mm², result of the run=finished clean, predominant post-synthesis flop cell=dfxtp_1, Initial Util=0.403, biggest area cells=fa_1 (58%), inv_1 (10%), and2_1 (9.2%), register clock-pin slew on the reported worst setup and hold paths=approximately 0.09 ns, Die Width=approximately 580 µm, std cell rows=210, number of gates resized after cts=0, biggest combinational cell group after synthesis=adder cells, Max-cap violations=0, HP Start=rst, critical path type=input pin to register, setup repair after global routing missed its margin=false, final-layout worst hold slack=between 8 and 9 ns, largest fanout of any net on the critical path=26, global-route wire length before repair=about 680000 µm, chip area line of the yosys report=0.132 mm², DR pass1 iterations=6, XOR/XNOR Area Share=0.00717, mean cell area of the mapped netlist=9.11 µm², leftover overflow at the end of global routing=0
-- stage by stage --
step,util,instances
after floorplan,-,14479
after global placement,0.420,18372
after detailed placement,0.420,18372
after CTS,0.422,18405
after global routing,0.422,18409
final,0.423,18425
-- area by class of cell --
class | count | area (µm²)
Timing Repair Buffer | 524 | 3990
Multi-Input combinational cell | 9820 | 112000
Sequential cell | 128 | 2560
Clock inverter | 5 | 52.6
Antenna cell | 20 | 50.0
Clock buffer | 28 | 647
Fill cell | 32286 | 189000
Inverter | 3554 | 13300
Tap cell | 4346 | 5440
-- cell families after synthesis --
logic type	count (synthesis)
XOR/XNOR	108
buffers and inverters	4531
AND/OR/NAND/NOR	4665
AND-OR/OR-AND	546
multiplexers	10
adder cells (fa/ha/maj)	4491
flip-flops	128
-- Yosys cell counts, drive strengths merged (36+ instances only) --
cell type  instances
a21o              56
a21oi            208
and2            1940
clkbuf           962
dfxtp            128
fa              3837
ha               654
inv             3554
nand2           2312
nand4             62
nor2             205
nor3              40
o21ai            119
o21bai            36
xnor2             68
xor2              40
-- per-layer routing --
metal,vias to the layer above,global-route usage,wire length [µm]
li1,39807,-,-
met5,-,0.00832,610
met4,42,0.144,28500
met3,1031,0.165,60600
met1,48571,0.360,150000
met2,4725,0.448,206000
-- path summary, 6_finish.rpt --
path                               endpoint  slack (ns)
worst max-delay path  mult_unic64x64.c[107]       22.29
worst min-delay path  mult_unic64x64.c[116]        8.33
-- cell usage in the layout, fill, tap and decap left out, types with 25 or more instances in the layout --
cell,synthesis,final
fa_1,3837,3837
buf_4,4,265
nand4_1,61,61
and2_1,1940,1940
nor3_1,39,38
buf_2,10,127
nor2_1,204,204
o21bai_1,36,36
a21o_1,56,56
dfxtp_1,128,128
o21ai_0,114,114
ha_1,654,654
clkdlybuf4s50_1,0,128
xnor2_1,68,68
a21oi_1,207,207
xor2_1,40,40
clkbuf_16,0,25
nand2_1,2312,2312
inv_1,3554,3554
